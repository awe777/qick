## run.sh

```bash
#!/bin/bash
# OpenROAD 26Q1-2900-gdf79404cd8, Yosys 0.63+post, stock flow scripts
make -C /OpenROAD-flow-scripts/flow DESIGN_CONFIG=/design/flow/config.mk WORK_HOME=/design/flow/orfs finish
```

## config.mk

```make
export PLATFORM = sky130hd
export DESIGN_NAME = waveform_analyzer
export DESIGN_NICKNAME = waveform_analyzer
export VERILOG_FILES = /design/flow/design.v
export SDC_FILE = /design/flow/constraint.sdc
export NUM_CORES = 4
export LEC_CHECK = 1
export CORE_UTILIZATION = 30
```

## constraint.sdc

```tcl
current_design waveform_analyzer

set clk_period 388.0
set clk_io_pct 0.2

create_clock -name clk0 -period $clk_period [get_ports {clk}]

set non_clock_inputs [all_inputs -no_clocks]
set_input_delay [expr $clk_period * $clk_io_pct] -clock clk0 $non_clock_inputs
set_output_delay [expr $clk_period * $clk_io_pct] -clock clk0 [all_outputs]
```

## design.v

```verilog
module waveform_analyzer
	(
		mem_dout_real_i	,
		mem_dout_imag_i	,
		gauss_output_a,
		gauss_output_b,
		gauss_output_c,
		status_flag,
		data_addr_read,
		rstn,
		clk
	);
parameter [31:0] N_DDS = 16;
parameter [31:0] STORED_SETS = 16;
input										rstn;
input										clk;
input 		[N_DDS*16-1:0]					mem_dout_real_i;
input 		[N_DDS*16-1:0]					mem_dout_imag_i;
input		[31:0]							data_addr_read;
output		[31:0]							gauss_output_a;
output		[31:0]							gauss_output_b;
output		[31:0]							gauss_output_c;
output		[7:0]							status_flag;
reg			[15:0]							last_real[0:N_DDS-1];
reg			[15:0]							last_imag[0:N_DDS-1];
wire		[31:0]							data_comb[0:N_DDS-1];
reg			[31:0]							stored_values[0:N_DDS*STORED_SETS-1];
wire										disable_memory_update;
reg											stop_shift_register;
reg											last_set_nonzero;
wire										flush_memory;
wire										stop_sr_trigger;
reg			[3:0]							ctrl_flush_memory;
reg			[3:0]							ctrl_sr_en_toggle;
reg			[7:0]							addr_a;
reg			[7:0]							addr_b;
reg			[7:0]							addr_c;
reg			[1:0]							stop_trigger;
reg			[31:0]							result_a;
reg			[31:0]							result_b;
reg			[31:0]							result_c;
generate
genvar i_a_re;
	for (i_a_re=0; i_a_re<N_DDS; i_a_re=i_a_re+1) begin : section_1_re
		always @(posedge clk) begin
			last_real[i_a_re]	<=	rstn ? mem_dout_real_i[i_a_re*16 +: 16] : 0;
		end
	end
endgenerate
generate 
genvar i_a_im;
	for (i_a_im=0; i_a_im<N_DDS; i_a_im=i_a_im+1) begin : section_1_im
		always @(posedge clk) begin
			last_imag[i_a_im]	<=	rstn ? mem_dout_imag_i[i_a_im*16 +: 16] : 0;
		end
	end
endgenerate
generate 
genvar i_a_dc;
	for (i_a_dc=0; i_a_dc<N_DDS; i_a_dc=i_a_dc+1) begin : section_1_dc
		assign data_comb[i_a_dc] = {last_real[i_a_dc], last_imag[i_a_dc]};
	end
endgenerate
generate
genvar i_b, j_b;
	for (i_b=0; i_b<STORED_SETS; i_b=i_b+1) begin : section_2_0
		for (j_b=0; j_b<N_DDS; j_b=j_b+1) begin : section_2_1
			if (i_b==0) begin
				always @(posedge clk) begin
					if (~rstn | flush_memory) begin 
						stored_values[i_b*N_DDS + j_b]	<= 0;
					end
					else if (~disable_memory_update) begin 
						stored_values[i_b*N_DDS + j_b]	<= data_comb[j_b];
					end
				end
			end
			else begin
				always @(posedge clk) begin
					if (~rstn | flush_memory) begin 
						stored_values[i_b*N_DDS + j_b]	<= 0;
					end
					else if (~disable_memory_update) begin 
						stored_values[i_b*N_DDS + j_b]	<= stored_values[(i_b-1)*N_DDS + j_b];
					end
				end
			end
		end
	end
endgenerate
assign disable_memory_update = stop_shift_register | last_set_nonzero;
always @(posedge clk) begin
	stop_shift_register	<=	rstn & (stop_sr_trigger ^ stop_shift_register);
end
always @(posedge clk) begin
	ctrl_flush_memory	<=	rstn ? data_addr_read[31:28] : 0;
end
always @(posedge clk) begin
	ctrl_sr_en_toggle	<=	rstn ? data_addr_read[27:24] : 0;
end
always @(posedge clk) begin
	addr_a				<=	rstn ? data_addr_read[23:16] : 0;
end
always @(posedge clk) begin
	addr_b				<=	rstn ? data_addr_read[15:8] : 0;
end
always @(posedge clk) begin
	addr_c				<=	rstn ? data_addr_read[7:0] : 0;
end
always @(posedge clk) begin
	last_set_nonzero	<=	rstn ? |stored_values[240] | |stored_values[246] | |stored_values[247] | |stored_values[255] : 0;
end
assign stop_sr_trigger = |(ctrl_sr_en_toggle ^ data_addr_read[27:24]);
always @(posedge clk) begin
	if (~rstn | flush_memory) begin 
		stop_trigger		<=	0;
	end
	else if (~|stop_trigger) begin 
		stop_trigger		<=	{stop_shift_register, last_set_nonzero};
	end
end
assign flush_memory = |(ctrl_flush_memory ^ data_addr_read[31:28]);
always @(posedge clk) begin
	if (~rstn | flush_memory) begin
		result_a		<=	0;
	end
	else if (disable_memory_update) begin
		result_a		<=	stored_values[addr_a];
	end
end
always @(posedge clk) begin
	if (~rstn | flush_memory) begin
		result_b		<=	0;
	end
	else if (disable_memory_update) begin
		result_b		<=	stored_values[addr_b];
	end
end
always @(posedge clk) begin
	if (~rstn | flush_memory) begin
		result_c		<=	0;
	end
	else if (disable_memory_update) begin
		result_c		<=	stored_values[addr_c];
	end
end
assign gauss_output_a = result_a;
assign gauss_output_b = result_b;
assign gauss_output_c = result_c;
assign status_flag = {4'hf, stop_trigger, stop_shift_register, last_set_nonzero};
endmodule
```

==> load_flow_metrics.sql <==
-- metrics for the results database
INSERT INTO impl_metrics (metric_group, metric, value, unit) VALUES
('run_status', 'outcome', 'aborted with a tool error', ''),
('run_status', 'haltStage', '5_1_grt', ''),
('run_status', 'flow.first_error', '[ERROR GRT-0229] Vertical edge usage exceeds the maximum allowed. (6, 149) usage=65535 limit=2200', ''),
('synth', 'postSynthAreaPerCell', '7.36', 'sq um'),
('synth', 'postSynth.asyncResetShare', '0', '%'),
('placement', 'hpwlAfterDp', '6910000', 'um'),
('synth', 'synth_flops', '8836', ''),
('die', 'die_w', '1220', 'um'),
('synth', 'netlist_top_cells_area', 'sky130_fd_sc_hd__dfxtp_1 (40%), sky130_fd_sc_hd__a22oi_1 (16%), sky130_fd_sc_hd__nand2_1 (16%)', ''),
('clock_tree', 'hold_fix_buffers_cts', '0', ''),
('synth', 'synthesis.instances', '60400', ''),
('placement', 'port_buffers', '645', ''),
('die', 'initial_utilization', '30.1', '%'),
('synth', 'mappedNetlistArea', '445000', 'sq um'),
('synth', 'ys.flop_type', 'sky130_fd_sc_hd__dfxtp_1', ''),
('synth', 'synth_cell_type_count', '84', ''),
('global_routing', 'grt_max_degree', '172', ''),
('clock_tree', 'cts-buffers-inserted', '1157', ''),
('die', 'num_rows', '447', ''),
('placement', 'dp_cells', '83000', ''),
('die', 'pin_count', '650', ''),
('synth', 'synth_seq_share', '39.7', '%'),
('synth', 'edf_count', '0', ''),
('clock_tree', 'number_of_setup_buffers_added_after_cts', '0', ''),
('placement', 'gp_congestion', '1.84', ''),
('placement', 'placed_cell_area', '523000', 'sq um'),
('synth', 'synthDominantAreaCellType', 'sky130_fd_sc_hd__dfxtp_1', ''),
('die', 'die_height', '1220', 'um'),
('synth', 'ys_cells', '60400', ''),
('synth', 'yosysTopAreaCellShare', '39.7', '%'),
('clock_tree', 'clockRootBuffer', 'sky130_fd_sc_hd__clkbuf_16', ''),
('clock_tree', 'postCtsResizedCells', '0', ''),
('synth', 'yosys_chip_area', '445000', 'sq um'),
('clock_tree', 'cts.sink_count', '8836', ''),
('clock_tree', 'max-clock-path-buffers', '6', ''),
('synth', 'synthesis.yosys.warnings', '4', ''),
('clock_tree', 'htreeDepth', '7', '');
-- metrics by stage --
step,hold WS (ns),setup WS (ns)
4_1_cts,0.427,303.49
3_5_place_dp,0.421,302.07
3_3_place_gp,0.415,301.97
2_1_floorplan,0.401,308.78
-- synth_stat cells (422+ instances only) --
cell	n
sky130_fd_sc_hd__nor3_1	598
sky130_fd_sc_hd__buf_2	454
sky130_fd_sc_hd__a221oi_1	422
sky130_fd_sc_hd__and2_1	565
sky130_fd_sc_hd__nand2_1	18500
sky130_fd_sc_hd__nand4_1	965
sky130_fd_sc_hd__nor2_1	1299
sky130_fd_sc_hd__o22ai_1	1019
sky130_fd_sc_hd__a22o_1	890
sky130_fd_sc_hd__nand3_1	437
sky130_fd_sc_hd__buf_1	565
sky130_fd_sc_hd__clkbuf_1	4663
sky130_fd_sc_hd__a21oi_1	8679
sky130_fd_sc_hd__a22oi_1	9486
sky130_fd_sc_hd__a222oi_1	764
sky130_fd_sc_hd__nor4_1	663
sky130_fd_sc_hd__dfxtp_1	8836
-- cells by family after synthesis --
| family | Yosys count | share of synthesized area, % |
|---|---|---|
| AND/OR/NAND/NOR | 23500 | 21.9 |
| other | 1 | 0.000843 |
| buffers and inverters | 5731 | 5.00 |
| XOR/XNOR | 10 | 0.0197 |
| AND-OR/OR-AND | 22300 | 33.1 |
| flip-flops | 8836 | 39.7 |
| multiplexers | 82 | 0.203 |
